===== run.sh =====
#!/bin/bash
# OpenROAD 26Q1-2900-gdf79404cd8, Yosys 0.63+post, stock flow scripts
make -C /OpenROAD-flow-scripts/flow DESIGN_CONFIG=/design/flow/config.mk WORK_HOME=/design/flow/orfs finish

===== config.mk =====
export PLATFORM = sky130hd
export DESIGN_NAME = float_add
export DESIGN_NICKNAME = float_add
export VERILOG_FILES = /design/flow/design.v
export SDC_FILE = /design/flow/constraint.sdc
export NUM_CORES = 4
export LEC_CHECK = 1
export CORE_UTILIZATION = 30

===== constraint.sdc =====
current_design float_add

set clk_period 13.4
set clk_io_pct 0.2

create_clock -name clk0 -period $clk_period [get_ports {clk}]

set non_clock_inputs [all_inputs -no_clocks]
set_input_delay [expr $clk_period * $clk_io_pct] -clock clk0 $non_clock_inputs
set_output_delay [expr $clk_period * $clk_io_pct] -clock clk0 [all_outputs]

===== design.v =====
`timescale 1 ns / 100 ps
module float_add(clk, rst, start, ack, fl_in_1, fl_in_2, res);
 	input clk;
 	input rst;
 	input start;
 	input ack;
 	input [31:0] fl_in_1;
 	input [31:0] fl_in_2;
 	output reg [31:0] res;
localparam EXP_BIAS = 127;
reg [7:0] state;
reg fl_in_1_neg;
reg fl_in_2_neg;
reg [7:0] fl_in_1_exp;
reg [7:0] fl_in_2_exp;
reg [23:0] fl_in_1_frac_norm;
reg [23:0] fl_in_2_frac_norm;
wire signed [7:0] fl_in_1_exp_biased = fl_in_1_exp - EXP_BIAS;
wire signed [7:0] fl_in_2_exp_biased = fl_in_2_exp - EXP_BIAS;
wire [24:0] fl_1_less_fl_2 = fl_in_1_frac_norm - fl_in_2_frac_norm;
wire [24:0] fl_2_less_fl_1 = fl_in_2_frac_norm - fl_in_1_frac_norm;
wire [24:0] fl_1_plus_fl_2 = fl_in_1_frac_norm + fl_in_2_frac_norm;
reg sign_res;
reg [7:0] exp_res;
reg [24:0] add_res;
localparam START 		= 8'b00000001;
localparam EXP_CMP 		= 8'b00000010;
localparam ADD 			= 8'b00000100;
localparam NORM 		= 8'b00001000;
localparam CHECK_EXCE 	= 8'b00010000;
localparam ROUND 		= 8'b00100000;
localparam CHECK_NORM	= 8'b01000000;
localparam DONE 		= 8'b10000000;
wire qStart 	= state[0];
wire qExeCmp 	= state[1];
wire qAdd 		= state[2];
wire qNorm 		= state[3];
wire qExce 		= state[4];
wire qRound 	= state[5];
wire qCheckNorm = state[6];
wire qDone 		= state[7];
always @(posedge clk or posedge rst) 
	begin
		if (rst) 
			begin
				state = START;
				res <= 32'bX;
			end
		else 
			begin
				case(state)
					START 	:
						begin
							fl_in_1_neg <= fl_in_1[31];
							fl_in_2_neg <= fl_in_2[31];
							fl_in_1_exp <= fl_in_1[30:23];
							fl_in_2_exp <= fl_in_2[30:23];
							fl_in_1_frac_norm <= {1'b1, fl_in_1[22:0]};
							fl_in_2_frac_norm <= {1'b1, fl_in_2[22:0]};
							if(start)
								state = EXP_CMP;
						end
					EXP_CMP	:
						begin
							if(fl_in_1_exp < fl_in_2_exp)
								begin
									fl_in_1_exp <= fl_in_1_exp + 1'b1;
									fl_in_1_frac_norm <= fl_in_1_frac_norm >> 1'b1;
								end
							else if(fl_in_1_exp > fl_in_2_exp)
								begin
									fl_in_2_exp <= fl_in_2_exp + 1'b1;
									fl_in_2_frac_norm <= fl_in_2_frac_norm >> 1'b1;
								end
							if(fl_in_1_exp == fl_in_2_exp)
								state <= ADD;
						end
					ADD 	:
						begin
							if(	fl_in_1_neg && fl_in_2_neg)
								begin
									sign_res <= 1'b1;
									add_res <= fl_1_plus_fl_2;
								end
							else if(fl_in_1_neg && !fl_in_2_neg)
								begin
									if(fl_in_1_frac_norm > fl_in_2_frac_norm)
										begin
											sign_res <= 1'b1;
											add_res <= fl_1_less_fl_2;
										end
									else if(fl_in_1_frac_norm < fl_in_2_frac_norm)
										begin
											sign_res <= 1'b0;
											add_res <= fl_2_less_fl_1;
										end
									else
										begin
											sign_res <= 1'b0;
											add_res <= 25'b0;
										end
								end
							else if(!fl_in_1_neg && fl_in_2_neg)
								begin
									if(fl_in_1_frac_norm > fl_in_2_frac_norm)
										begin
											sign_res <= 1'b0;
											add_res <= fl_1_less_fl_2;
										end
									else if(fl_in_1_frac_norm < fl_in_2_frac_norm)
										begin
											sign_res <= 1'b1;
											add_res <= fl_2_less_fl_1;
										end
									else
										begin
											sign_res <= 1'b0;
											add_res <= 25'b0;
										end
								end
							else if(!fl_in_1_neg && !fl_in_2_neg)
								begin
									sign_res <= 1'b0;
									add_res <= fl_1_plus_fl_2;
								end
							state <= NORM;
						end
					NORM 	:
						begin
							if(add_res[24])
								begin
									add_res <= add_res >> 1'b1;
									fl_in_1_exp <= fl_in_1_exp + 1'b1;
									fl_in_2_exp <= fl_in_2_exp + 1'b1;
								end
							else if(!add_res[24] && !add_res[23])
								begin
									add_res <= add_res << 1'b1;
									fl_in_1_exp <= fl_in_1_exp - 1'b1;
									fl_in_2_exp <= fl_in_2_exp - 1'b1;
								end
							if(!add_res[24] && add_res[23])
								state <= CHECK_EXCE;
						end
					CHECK_EXCE 	:
						begin
							if(fl_in_1_exp_biased > 127)
								begin
									res <= 32'b1;
									state <= DONE;
								end
							else if(fl_in_1_exp_biased < -126)
								begin
									res <= 32'b1;
									state <= DONE;
								end
							else
								begin
									state <= ROUND;
									res <= {sign_res, fl_in_1_exp, add_res[22:0]};
								end
						end
					ROUND 	:
						begin
							state <= CHECK_NORM;
						end
					CHECK_NORM :
						begin
							state <= DONE;
						end
					DONE 	:
						begin
							if(ack)
								state <= START;
							else
								state <= DONE;
						end
				endcase
			end
	end
endmodule

==> impl_metrics.ini <==
; physical design summary
[worst_setup_path]
timing.critical_path.from = rst
setup.worst_path.end_class = register
r2r_start = fl_in_2_frac_norm[8]
r2r_end = add_res[19]
worstSetupStartpointType = primary input
reg2regPathDepth = 9
cp_max_fo = 8
rrSetupSlack_ps = 9530
worst-setup-path-type = primary input to register
worstPathArrival_ps = 4230
worstPathRequired_ps = 13460

[routing]
viasPerCell = 5.196
routedWlPerCell_um = 17.14
via_count = 8808
drcViolationCount = 0
drt.antenna.violating_nets = 0
diodes = 0
firstDrtPassIters = 5
drt_iter0_drc = 728
wl_mm = 29.05

[outcome]
outcome = finished, final reports clean

[synthesis]
synthFlopType = edfxtp_1
async_flop_share = 0.3030
yosys_area_um2 = 10430
synth_warnings = 1
ys_seq_frac = 0.3608
synth_cells = 1168
synth_flops = 132
top_area_cell = edfxtp_1
synth.top_cell.area_share = 0.2648
post_synth_main_area_contributors = edfxtp_1 26%, ha_1 10%, dfrtp_1 9.4%, mux2_2 5.0%, inv_1 4.5%
edf_count = 92
syn_avg_cell_area_um2 = 8.933
ys_cells = 1168
yosysUniqueCellTypes = 78
synth_area_um2 = 10430

[clocking]
clk_pin_slew_ps = 70
h-tree-depth = 4
numClockSinks = 132
clk_latency_ps = 430
tritoncts = done
cts_setup_buffers = 0
numCtsBuffers = 17
postCtsHoldBufs = 0
cts_buffer_depth = 2
root_buffer = clkbuf_16
post_cts_resized = 0

[final_timing]
finalCritPeriodShare = 0.3114
finalWorstSetupSlack_ps = 9227
min_period_ps = 4173
fmax_mhz = 239.6
rsz0062_at_grt = no
slew_headroom = 0.3572
clock_skew_ps = 9.659
fin_tns_setup_ps = 0
final_max_slew_viol_count = 0
holdWs_ps = 351.6
setup_viol = 0
hold_viol = 0
tightest_slew_ps = 956.2

[min_path]
hold_path_class = register to register
hold_end = state[2]
min_from = state[3]
min_path_cells = 0

[layout]
final_cell_mix = 124 x inv_1, 103 x nand2_1, 99 x clkdlybuf4s50_1, 92 x edfxtp_1, 87 x a21oi_1
syn_to_final_growth_pct = 18.91
fillers = 3423
final_layout_size_suffix_gt1_frac = 0.09783
lay_top_count = inv_1

[placed_design]
dp_hpwl_mm = 21.75
pre_cts_slack_ps = 8727
port_buffers = 99
gp_congestion = 0.9018

[global_route]
grt_pass1_wl_mm = 47.44
antenna_found_initial = 0
grt_pass1_vias = 8591
track_usage = 0.1715
grt-ovfl-total = 0
grt_max_degree = 57

[power]
ir_worst_vdd_v = 0.00009723
power_density_nw_per_um2 = 166.2
p_leak_nw = 4.894
total_power_w = 0.002062

[floorplan]
initCoreUtil = 0.3081
rows = 67
fp.dieH_um = 188.5
die-width_um = 188.5
core-area_um2 = 33870
io_pins = 100
die-area_um2 = 35530

[run]
maxCapViolations = 0
warnings = 75
## layout make-up
cell class / instances / area (um^2) / area share
Multi-Input combinational cell: 838 / 5913 / 0.4766
Sequential cell: 132 / 3767 / 0.3037
Timing Repair Buffer: 118 / 1134 / 0.09137
Tap cell: 448 / 560.5 / 0.04518
Inverter: 127 / 476.7 / 0.03842
Clock buffer: 17 / 425.4 / 0.03429
Clock inverter: 15 / 130.1 / 0.01049
## layer usage
layer,share of wire,track usage
met1,0.50,0.2854
met2,0.42,0.2424
met3,0.065,0.03347
met4,0.0097,0.01613
met5,0,0.006868
## cells in the mapped netlist, types with 8 or more instances
cell type and count:
a211oi_1 17, a21o_1 18, a21oi_1 87, a221oi_1 11, a222oi_1 11, a22oi_1 12, and3_1 10, buf_2 18
clkbuf_1 47, dfrtp_1 39, edfxtp_1 92, ha_1 84, inv_1 124, mux2_2 46, nand2_1 103, nand2b_1 11
nand3_1 17, nand4_1 11, nor2_1 74, nor2b_1 13, nor3_1 18, nor4_1 8, o21ai_0 67, o21bai_1 11
o221ai_1 11, o22ai_1 38, o31ai_1 8, xnor2_1 38, xor2_1 12
## state kept, by name, summed over array words and instances (netlist names)
name / flops
fl_in_2_frac_norm: 24
fl_in_2_neg: 1
fl_in_1_neg: 1
fl_in_1_frac_norm: 24
state: 8
fl_in_1_exp: 8
res: 32
add_res: 25
sign_res: 1
fl_in_2_exp: 8
## critical path, cell delays in order
cell	delay, ps
clkdlybuf4s50_1	590
a211o_1	320
a21oi_1	640
## report_power, final
| part | internal, W | switching [W] | total, W |
|---|---|---|---|
| clock | 0.000245 | 0.000206 | 0.000451 |
| combinational | 0.000412 | 0.000599 | 0.00101 |
| sequential | 0.000539 | 0.0000605 | 0.000600 |
| total | 0.00120 | 0.000866 | 0.00206 |
## stage by stage
stage | instances | util | cell area (um^2)
after floorplan | 1168 | - | 10430
after global placement | 1663 | 0.3499 | 11850
after detailed placement | 1663 | 0.3499 | 11850
after CTS | 1695 | 0.3663 | 12410
after global routing | 1695 | 0.3663 | 12410
final | 1695 | 0.3663 | 12410
## worst max path at each step
stage / end / slack, ps / cells past startpoint
after CTS: fl_in_1_exp[3] / 9190 / 3
after global routing: fl_in_1_exp[5] / 9090 / 3
final: fl_in_1_exp[7] / 9230 / 3
## kinds of logic after synthesis
| group | after synthesis | synth area share |
|---|---|---|
| AOI/OAI and AO/OA | 358 | 0.2304 |
| and+or+nand+nor | 293 | 0.1320 |
| buffers and inverters | 198 | 0.07483 |
| DFF | 132 | 0.3608 |
| adders and majority gates | 87 | 0.1065 |
| xor gates and xnor gates | 50 | 0.04197 |
| muxes | 50 | 0.05348 |
