===== ./run.sh =====
#!/bin/bash
# OpenROAD 26Q1-2900-gdf79404cd8, Yosys 0.63+post, stock flow scripts
make -C /OpenROAD-flow-scripts/flow DESIGN_CONFIG=/design/flow/config.mk WORK_HOME=/design/flow/orfs finish

===== ./config.mk =====
export PLATFORM = sky130hd
export DESIGN_NAME = float_mult
export DESIGN_NICKNAME = float_mult
export VERILOG_FILES = /design/flow/design.v
export SDC_FILE = /design/flow/constraint.sdc
export NUM_CORES = 4
export LEC_CHECK = 1
export CORE_UTILIZATION = 50

===== ./constraint.sdc =====
current_design float_mult

set clk_period 17.8
set clk_io_pct 0.2

create_clock -name clk0 -period $clk_period [get_ports {clk}]

set non_clock_inputs [all_inputs -no_clocks]
set_input_delay [expr $clk_period * $clk_io_pct] -clock clk0 $non_clock_inputs
set_output_delay [expr $clk_period * $clk_io_pct] -clock clk0 [all_outputs]

===== ./design.v =====
`timescale 1 ns / 100 ps
module float_mult(clk, rst, start, ack, fl_in_1, fl_in_2, res);
 	input clk;
 	input rst;
 	input start;
 	input ack;
 	input [31:0] fl_in_1;
 	input [31:0] fl_in_2;
 	output reg [31:0] res;
localparam EXP_BIAS = 127;
reg [7:0] state;
reg fl_in_1_neg;
reg fl_in_2_neg;
reg [7:0] fl_in_1_exp;
reg [7:0] fl_in_2_exp;
reg [23:0] fl_in_1_frac_norm;
reg [23:0] fl_in_2_frac_norm;
wire signed [7:0] fl_in_1_exp_biased = fl_in_1_exp - EXP_BIAS;
wire signed [7:0] fl_in_2_exp_biased = fl_in_2_exp - EXP_BIAS;
wire [24:0] fl_1_less_fl_2 = fl_in_1_frac_norm - fl_in_2_frac_norm;
wire [24:0] fl_2_less_fl_1 = fl_in_2_frac_norm - fl_in_1_frac_norm;
wire [24:0] fl_1_plus_fl_2 = fl_in_1_frac_norm + fl_in_2_frac_norm;
reg sign_res;
reg [7:0] exp_res;
reg [24:0] add_res;
localparam START 		= 8'b00000001;
localparam EXP_CMP 		= 8'b00000010;
localparam ADD 			= 8'b00000100;
localparam NORM 		= 8'b00001000;
localparam CHECK_EXCE 	= 8'b00010000;
localparam ROUND 		= 8'b00100000;
localparam CHECK_NORM	= 8'b01000000;
localparam DONE 		= 8'b10000000;
wire qStart 	= state[0];
wire qExeCmp 	= state[1];
wire qAdd 		= state[2];
wire qNorm 		= state[3];
wire qExce 		= state[4];
wire qRound 	= state[5];
wire qCheckNorm = state[6];
wire qDone 		= state[7];
always @(posedge clk or posedge rst) 
	begin
		if (rst) 
			begin
				state = START;
				res <= 32'bX;
			end
		else 
			begin
				case(state)
					START 	:
						begin
							fl_in_1_neg <= fl_in_1[31];
							fl_in_2_neg <= fl_in_2[31];
							fl_in_1_exp <= fl_in_1[30:23];
							fl_in_2_exp <= fl_in_2[30:23];
							fl_in_1_frac_norm <= {1'b1, fl_in_1[22:0]};
							fl_in_2_frac_norm <= {1'b1, fl_in_2[22:0]};
							if(start)
								state = EXP_CMP;
						end
					EXP_CMP	:
						begin
							if(fl_in_1_exp < fl_in_2_exp)
								begin
									fl_in_1_exp <= fl_in_1_exp + 1'b1;
									fl_in_1_frac_norm <= fl_in_1_frac_norm >> 1'b1;
								end
							else if(fl_in_1_exp > fl_in_2_exp)
								begin
									fl_in_2_exp <= fl_in_2_exp + 1'b1;
									fl_in_2_frac_norm <= fl_in_2_frac_norm >> 1'b1;
								end
							if(fl_in_1_exp == fl_in_2_exp)
								state <= ADD;
						end
					ADD 	:
						begin
							if(	fl_in_1_neg && fl_in_2_neg)
								begin
									sign_res <= 1'b1;
									add_res <= fl_1_plus_fl_2;
								end
							else if(fl_in_1_neg && !fl_in_2_neg)
								begin
									if(fl_in_1_frac_norm > fl_in_2_frac_norm)
										begin
											sign_res <= 1'b1;
											add_res <= fl_1_less_fl_2;
										end
									else if(fl_in_1_frac_norm < fl_in_2_frac_norm)
										begin
											sign_res <= 1'b0;
											add_res <= fl_2_less_fl_1;
										end
									else
										begin
											sign_res <= 1'b0;
											add_res <= 25'b0;
										end
								end
							else if(!fl_in_1_neg && fl_in_2_neg)
								begin
									if(fl_in_1_frac_norm > fl_in_2_frac_norm)
										begin
											sign_res <= 1'b0;
											add_res <= fl_1_less_fl_2;
										end
									else if(fl_in_1_frac_norm < fl_in_2_frac_norm)
										begin
											sign_res <= 1'b1;
											add_res <= fl_2_less_fl_1;
										end
									else
										begin
											sign_res <= 1'b0;
											add_res <= 25'b0;
										end
								end
							else if(!fl_in_1_neg && !fl_in_2_neg)
								begin
									sign_res <= 1'b0;
									add_res <= fl_1_plus_fl_2;
								end
							state <= NORM;
						end
					NORM 	:
						begin
							if(add_res[24])
								begin
									add_res <= add_res >> 1'b1;
									fl_in_1_exp <= fl_in_1_exp + 1'b1;
									fl_in_2_exp <= fl_in_2_exp + 1'b1;
								end
							else if(!add_res[24] && !add_res[23])
								begin
									add_res <= add_res << 1'b1;
									fl_in_1_exp <= fl_in_1_exp - 1'b1;
									fl_in_2_exp <= fl_in_2_exp - 1'b1;
								end
							if(!add_res[24] && add_res[23])
								state <= CHECK_EXCE;
						end
					CHECK_EXCE 	:
						begin
							if(fl_in_1_exp_biased > 127)
								begin
									res <= 32'b1;
									state <= DONE;
								end
							else if(fl_in_1_exp_biased < -126)
								begin
									res <= 32'b1;
									state <= DONE;
								end
							else
								begin
									state <= ROUND;
									res <= {sign_res, fl_in_1_exp, add_res[22:0]};
								end
						end
					ROUND 	:
						begin
							state <= CHECK_NORM;
						end
					CHECK_NORM :
						begin
							state <= DONE;
						end
					DONE 	:
						begin
							if(ack)
								state <= START;
							else
								state <= DONE;
						end
				endcase
			end
	end
endmodule

==> results_slide.txt <==
Implementation Results

Status
  • Status: complete, no violations

Yosys
  • Aoi share: 0.2304
  • Synth top cell by count: inv_1
  • Synth area leader: edfxtp_1
  • Synth cell count leaders: 124 x inv_1, 103 x nand2_1, 92 x edfxtp_1
  • Mean Syn Cell Area: 8.933 µm²
  • Top-area cell share: 0.2648
  • Post-Synth Simple-Gate Area: 0.1320
  • YS warnings: 1
  • Yosys Instances: 1,168
  • Top non-seq family: AND-OR/OR-AND gates
  • Mapped cell area: 10,430 µm²
  • Yosys reg bits: 132
  • Prevailing post-synth register cell: edfxtp_1
  • Netlist cell types: 78
  • Mux area share: 0.05348
  • Top cells by area: edfxtp_1 26%, ha_1 10%, dfrtp_1 9.4%
  • Synthesis area per yosys: 10,430 µm²
  • EDFF count, synth: 92
  • Yosys adder share: 0.1065
  • Ys async rst share: 0.3030
  • Register share after synthesis: 0.3608
  • Gate count of the mapped netlist: 1,168
  • XORs/XNORs by Area: 0.04197

Critical path
  • Startpoint types: input pin
  • Reg2reg start: fl_in_2_frac_norm[3]$_DFFE_PP_
  • Critical path data required time: 17.85 ns
  • RR Endpoint: add_res[23]$_DFFE_PP_
  • Worst R2R Setup Slack: 13.97 ns
  • CP max-delay cell: clkdlybuf4s50_1
  • Crit path cell chain: clkdlybuf4s50_1 > a211o_1 > a21oi_1
  • Worst r2r path cells: 9
  • Critical Path Fanout Max: 8
  • Worst Setup End Kind: flop
  • Max stage delay on crit path: 0.69 ns
  • Worst EP arrival: 5.31 ns
  • Critical path type: in2reg

Placement
  • Hpwl dp: 20,980 µm
  • Placer Congestion: 0.9144
  • PortBufs: 99
  • Post-Place Worst Slack: 12.14 ns

Worst hold path
  • HP Class: reg2reg
  • Min-delay src: state[3]$_DFF_PP0_
  • Worst Hold Endpoint: state[2]$_DFF_PP0_
  • Cell depth of the worst hold path: 0

Floorplanning
  • Core Region: 20,360 µm²
  • Chip Footprint: 21,450 µm²
  • Row count: 52
  • Initial Util: 0.5123
  • Die Wd: 146.5 µm
  • Die height: 146.5 µm
  • I/O pin count: 100

Power
  • Int Power: 926.4 µW
  • Switching share of power: 0.4067
  • P_sw: 635.0 µW
  • Reg power frac: 0.289
  • Cell area power density: 127.9 nW/µm²
  • Final Total Pwr: 1561 µW
  • Leakage power: 0.004897 µW
  • Combinational power share: 0.485
  • Clk pwr share: 0.225
  • Worst VDD drop: 72.76 µV

Detailed routing
  • DR vias/cell: 5.871
  • ANT nets after route: 0
  • WL/cell: 18.45 µm
  • TritonRoute pass-1 iters: 5
  • Antenna fix cells: 0
  • Post-Route WL: 27,980 µm
  • Post-route DRC: 0
  • Vias: 8,906
  • Initial DRC count: 680

CTS
  • Postcts setup bufs: 0
  • Late-Pin Clk Latency: 0.42 ns
  • Root Driver: clkbuf_16
  • Post_cts resized: 0
  • CTS buffer count: 17
  • Max Root-Sink Buffers: 2
  • H-tree levels: 4
  • TritonCTS clock tree: yes
  • Hold buffer count at cts: 0
  • CTS sink count: 132
  • Clock slew seen by the registers of the worst setup and hold paths: 0.07 ns

Timing
  • Final Cycle Share: 0.2953
  • Final tally of max-slew violations: 0
  • Max Freq: 190.2 MHz
  • Final WS setup: 12.54 ns
  • WHS: 0.3493 ns
  • Worst rel slew slack: 0.4298
  • Final setup vio count: 0
  • Fin crit period: 5.257 ns
  • Worst-Margin Slew: 0.8553 ns
  • Setup TNS: 0 ns
  • Worst clock skew: 0.009829 ns
  • RSZ-0062 raised after global routing: false
  • Final-report hold violation count: 0

Global route
  • First-pass GRT wire length: 45,390 µm
  • Initial antenna violation count: 0
  • GRT Util Overall: 0.2792
  • Vias in the first global route: 8,334
  • Pin count of the biggest net entering global routing: 67
  • Grt total ovfl: 0

Final layout
  • Final core utilization: 0.5995
  • Fraction of layout cells with a size suffix above 1: 0.09623
  • Layout area overhead: 17.02%

Job
  • Max cap viols: 0
  • OpenROAD warnings: 76
-- logic make-up (layout without fill, tap and decap cells) --
group	count (synthesis)	count (layout)
flops	132	132
buf+inv	198	277
compound gates	358	358
xor+xnor	50	50
simple gates	293	293
fa+ha+maj	87	87
mux	50	50
-- through the flow --
| step | area [µm²] | cells |
|---|---|---|
| CTS | 12210 | 1517 |
| detailed placement | 11630 | 1485 |
| floorplan | 10430 | 1168 |
| finish | 12210 | 1517 |
| global route | 12210 | 1517 |
| global placement | 11630 | 1485 |
-- sequential cells by signal, summed over array words and instances, names as in the netlist, 8 cells and up --
signal,count
res,32
fl_in_2_frac_norm,24
fl_in_1_exp,8
fl_in_1_frac_norm,24
fl_in_2_exp,8
add_res,25
state,8
-- how the worst max path moves through the flow --
stage / endpoint / slack (ns) / depth (start not counted) / start
after CTS: fl_in_1_exp[5]$_DFFE_PP_ / 12.57 / 3 / rst
after global routing: fl_in_1_exp[5]$_DFFE_PP_ / 12.48 / 3 / rst
final: fl_in_1_exp[5]$_DFFE_PP_ / 12.54 / 3 / rst
-- power by group through the flow --
stage     logic [µW]  clock network [µW]  registers (µW)
4_1_cts          750                 359             452
6_report         758                 352             452
5_1_grt          839                 372             460
-- cells in the final DEF (no fill, tap or decap), types with 37 or more instances in the layout --
master | Yosys | layout
nor2_1 | 74 | 73
edfxtp_1 | 92 | 92
nand2_1 | 103 | 103
a21oi_1 | 87 | 87
dfrtp_1 | 39 | 37
o22ai_1 | 38 | 38
clkdlybuf4s50_1 | 0 | 99
o21ai_0 | 67 | 67
mux2_2 | 46 | 46
inv_1 | 124 | 124
ha_1 | 84 | 84
xnor2_1 | 38 | 38
-- area by class of cell --
| cell class | count | area (µm²) |
|---|---|---|
| multi-input cells | 838 | 5913 |
| flip-flops and latches | 132 | 3767 |
| well taps | 270 | 337.8 |
| clock inverters | 13 | 147.6 |
| repair buffers | 118 | 1134 |
| inverters | 127 | 476.7 |
| fillers | 1821 | 8155 |
| clock buffers | 19 | 432.9 |
-- metal layers --
layer,track usage,up-vias,share of wire
li1,-,4388,-
met1,0.4745,4214,0.50
met2,0.3940,282,0.43
met3,0.05669,22,0.063
met4,0.03542,0,0.014
met5,0,-,0
-- worst max-delay path, delay by kind of cell --
family	cells	cell delay (ns)
AOI/OAI and AO/OA	2	1.05
buffers and inverters	1	0.69
Power and IR drop assume default switching activity.
