<file path="design/flow/run.sh">
#!/bin/bash
# OpenROAD 26Q1-2900-gdf79404cd8, Yosys 0.63+post, stock flow scripts
make -C /OpenROAD-flow-scripts/flow DESIGN_CONFIG=/design/flow/config.mk WORK_HOME=/design/flow/orfs finish
</file>
<file path="design/flow/config.mk">
export PLATFORM = sky130hd
export DESIGN_NAME = div
export DESIGN_NICKNAME = div
export VERILOG_FILES = /design/flow/design.v
export SDC_FILE = /design/flow/constraint.sdc
export NUM_CORES = 4
export LEC_CHECK = 1
export CORE_UTILIZATION = 40
</file>
<file path="design/flow/design.v">
`timescale 1 ns / 100 ps
module div(clk, rst, start, ack, dividend, divisor, quotient, remainder);
 	input clk;
 	input rst;
 	input start;
 	input ack;
 	input [63:0] dividend;
 	input [31:0] divisor;
 	output reg [31:0] quotient;
 	output reg signed [63:0] remainder;
reg [5:0] i;
reg [63:0] divisor_reg;
reg [4:0] state;
localparam START 	= 5'b00001;
localparam SUB 		= 5'b00010;
localparam TEST 	= 5'b00100;
localparam REPEAT 	= 5'b01000;
localparam DONE 	= 5'b10000;
always @(posedge clk or posedge rst) 
	begin
		if (rst) 
			begin  
				state = START;  
				i 					= 6'bX;
				divisor_reg			= 64'bX;
				quotient 			= 32'bX;
				remainder 			= 64'bX;
			end
		else 
			begin
				case(state)
					START 	:
						begin
							i <= 0;
							quotient <= 0;
							divisor_reg <= {divisor, 32'b0};
							remainder <= dividend;
							if(start)
								state = SUB;
						end
					SUB 	:
						begin
							remainder <= remainder - divisor_reg;
							state <= TEST;
						end
					TEST 	:
						begin
							i <= i + 1;
							if (remainder >= 0) 
								begin
									quotient <= {quotient[30:0], 1'b1};
								end
							else
								begin
									remainder <= remainder + divisor_reg;
									quotient <= {quotient[30:0], 1'b0};
								end
							divisor_reg <= divisor_reg >> 1;
							state <= REPEAT;
						end
					REPEAT 	:
						begin
							if(i <= 32)
								state <= SUB;
							else
								state <= DONE;
						end
					DONE 	:
						begin
							if(ack)
								state <= START;
							else
								state <= DONE;
						end
				endcase
			end
	end
endmodule
</file>
<file path="design/flow/constraint.sdc">
current_design div

set clk_period 17.7
set clk_io_pct 0.2

create_clock -name clk0 -period $clk_period [get_ports {clk}]

set non_clock_inputs [all_inputs -no_clocks]
set_input_delay [expr $clk_period * $clk_io_pct] -clock clk0 $non_clock_inputs
set_output_delay [expr $clk_period * $clk_io_pct] -clock clk0 [all_outputs]
</file>
==> report_table.html <==
<!-- implementation run metrics -->
<table>
<tr><th>Metric</th><th>Value</th></tr>
<tr><th colspan="2">Worst setup path</th></tr>
<tr><td>CP Max Fanout</td><td>7</td></tr>
<tr><td>Dominant delay contributor by cell family on the critical path</td><td>simple AND/OR/NAND/NOR gates</td></tr>
<tr><td>Kind of critical path</td><td>reg2reg</td></tr>
<tr><td>CP Launch Type</td><td>register</td></tr>
<tr><td>Cell with the biggest individual delay on the critical path</td><td>or4_1</td></tr>
<tr><td>Largest stage delay on the critical path</td><td>0.65 ns</td></tr>
<tr><td>Crit-path cells</td><td>or4_1 -&gt; nor4_4 -&gt; and2_1 -&gt; and4bb_4 -&gt; nand2_1 -&gt; nor2_1 -&gt; a31oi_1 -&gt; xor2_1 -&gt; ha_1 -&gt; a21oi_1 -&gt; o21ai_0 -&gt; a21o_1 -&gt; a21oi_1 -&gt; o21ai_0 -&gt; a211oi_1 -&gt; nor2_1 -&gt; a211oi_1 -&gt; mux2i_1 -&gt; nand3_1</td></tr>
<tr><td>Crit path required time</td><td>18.01 ns</td></tr>
<tr><td>Reg2reg setup slack</td><td>12.24 ns</td></tr>
<tr><td>Worst reg2reg path startpoint</td><td>divisor_reg[10]</td></tr>
<tr><td>Buf/Inv on CP</td><td>0</td></tr>
<tr><td>Critical register-to-register path endpoint</td><td>remainder[62]</td></tr>
<tr><td>Worst EP arrival</td><td>5.77 ns</td></tr>
<tr><td>Crit path capture type</td><td>register</td></tr>
<tr><td>Cells on worst reg2reg path</td><td>19</td></tr>
<tr><th colspan="2">STA</th></tr>
<tr><td>Clock skew after layout</td><td>0.0173 ns</td></tr>
<tr><td>Final sum of negative setup slack</td><td>0 ns</td></tr>
<tr><td>Shortest clock period the worst path allows after layout</td><td>5.46 ns</td></tr>
<tr><td>Worst Tran Pin Value</td><td>0.817 ns</td></tr>
<tr><td>Max Freq</td><td>~180 MHz</td></tr>
<tr><td>Worst slew margin relative to its limit</td><td>45.3%</td></tr>
<tr><td>Number of failing hold endpoints at the final stage</td><td>0</td></tr>
<tr><td>Final worst path period share</td><td>between 30% and 40%</td></tr>
<tr><td>Setup ws final</td><td>12.24 ns</td></tr>
<tr><td>RSZ-0062 raised after global routing</td><td>no</td></tr>
<tr><td>Final count of pins violating max slew</td><td>0</td></tr>
<tr><td>Final setup violation count</td><td>0</td></tr>
<tr><th colspan="2">Run</th></tr>
<tr><td>Max cap viols</td><td>0</td></tr>
<tr><td>OpenROAD warning count</td><td>about 40</td></tr>
<tr><th colspan="2">Logic synthesis</th></tr>
<tr><td>Post-Synthesis Cell Area</td><td>between 0.01 and 0.015 mm²</td></tr>
<tr><td>Post-synth top area cell</td><td>dfrtp_1</td></tr>
<tr><td>Sequential fraction of the synthesis area</td><td>33.8%</td></tr>
<tr><td>Count of flip-flops with a built-in enable after synthesis</td><td>0</td></tr>
<tr><td>Largest cells by area</td><td>dfrtp_1 34%, ha_1 7.6%, o21ai_0 7.1%</td></tr>
<tr><td>Yosys synthesis warning count</td><td>1</td></tr>
<tr><td>Synth top cell by count</td><td>nand2_1</td></tr>
<tr><td>Per-instance average area after synthesis</td><td>8.05 µm²</td></tr>
<tr><td>Post-synthesis cell type count</td><td>74</td></tr>
<tr><td>Max-area cell share</td><td>33.6%</td></tr>
<tr><td>Number of cells in Yosys stat</td><td>1574</td></tr>
<tr><td>Share of synthesized registers carrying an async set or reset</td><td>approximately 100%</td></tr>
<tr><td>Top FF cell, synth</td><td>dfrtp_1</td></tr>
<tr><td>Yosys Chip Area</td><td>0.0127 mm²</td></tr>
<tr><td>Syn Inst Count</td><td>1574</td></tr>
<tr><td>Ranking of synthesized cells by instance count</td><td>224 x nand2_1, 180 x o21ai_0, 170 x dfrtp_1</td></tr>
<tr><td>#FFs+latches synth</td><td>171</td></tr>
<tr><th colspan="2">Route</th></tr>
<tr><td>Antenna violation net count after detailed routing</td><td>0</td></tr>
<tr><td>Total number of vias</td><td>11418</td></tr>
<tr><td>First DRT Iteration DRCs</td><td>roughly 830</td></tr>
<tr><td>Routed length per instance</td><td>between 15 and 20 µm</td></tr>
<tr><td>Met1 wire length</td><td>about 18 mm</td></tr>
<tr><td>Post-route DRC</td><td>0</td></tr>
<tr><td>Vias/cell</td><td>5.39</td></tr>
<tr><td>Top Metal Used</td><td>met5</td></tr>
<tr><td>Sum of met3 wire segment lengths after detailed routing</td><td>2.11 mm</td></tr>
<tr><td>WL final</td><td>approximately 35 mm</td></tr>
<tr><td>Met2 wire length</td><td>15.0 mm</td></tr>
<tr><td>Router iterations before antenna repair</td><td>7</td></tr>
<tr><th colspan="2">Hold path</th></tr>
<tr><td>Worst Hold Path Cells</td><td>1</td></tr>
<tr><td>HP Class</td><td>reg2reg</td></tr>
<tr><td>Hold Crit Endpoint</td><td>i[5]</td></tr>
<tr><td>Min-Delay Startpoint</td><td>i[5]</td></tr>
<tr><th colspan="2">Cells and area</th></tr>
<tr><td>Fraction of the core area covered by cells at the end of the flow</td><td>roughly half</td></tr>
<tr><td>Layout filler cell count</td><td>a little under 3000</td></tr>
<tr><td>Share of cells above drive strength 1</td><td>4.48%</td></tr>
<tr><td>Register cell area after layout</td><td>0.00429 mm²</td></tr>
<tr><td>Summed area of non-filler cells in the final layout</td><td>0.0155 mm²</td></tr>
<tr><td>Area occupied by multi-input gates</td><td>0.00792 mm²</td></tr>
<tr><td>Area Growth Syn to Fin</td><td>22.4%</td></tr>
<tr><th colspan="2">Clock tree</th></tr>
<tr><td>Buffer count from post-CTS setup fixing</td><td>0</td></tr>
<tr><td>Number of H-tree levels</td><td>4</td></tr>
<tr><td>Deepest clock path buffer count</td><td>2</td></tr>
<tr><td>Count of hold buffers inserted by post-cts repair</td><td>0</td></tr>
<tr><td>Insertion delay at the late pin of the worst-skew pair</td><td>0.43 ns</td></tr>
<tr><td>Number of sinks on the clock net</td><td>~170</td></tr>
<tr><td>Clock slew at reported path FFs</td><td>~0.080 ns</td></tr>
<tr><td>Number of clock buffers inserted by TritonCTS</td><td>17</td></tr>
<tr><td>CTS tree</td><td>done</td></tr>
<tr><td>Number of gates resized after cts</td><td>0</td></tr>
<tr><td>Root buffer cell</td><td>clkbuf_16</td></tr>
<tr><th colspan="2">Place</th></tr>
<tr><td>Placement-stage cell area</td><td>between 0.01 and 0.015 mm²</td></tr>
<tr><td>Detail Placement HPWL</td><td>25.7 mm</td></tr>
<tr><td>Post-placement setup slack</td><td>~12 ns</td></tr>
<tr><td>Port bufs</td><td>195</td></tr>
<tr><td>Placer Congestion</td><td>0.915</td></tr>
<tr><th colspan="2">Die</th></tr>
<tr><td>Area of the die</td><td>0.0324 mm²</td></tr>
<tr><td>Chip Width</td><td>180 µm</td></tr>
<tr><td>Floorplan utilization</td><td>approximately two fifths</td></tr>
<tr><td>Number of cell rows</td><td>64</td></tr>
<tr><td>Placeable core region</td><td>0.0309 mm²</td></tr>
<tr><td>Die Height</td><td>180 µm</td></tr>
<tr><td>Ports placed on the boundary</td><td>between 150 and 200</td></tr>
<tr><th colspan="2">Global route</th></tr>
<tr><td>GRT overflow</td><td>0</td></tr>
<tr><td>Combined global-route utilization of all metal layers</td><td>22.6%</td></tr>
<tr><td>Global-route wire length before repair</td><td>57.4 mm</td></tr>
<tr><td>Number of global-route vias before repair</td><td>around 11000</td></tr>
<tr><td>Antenna violations before repair</td><td>2</td></tr>
<tr><td>Pin count of the biggest net entering global routing</td><td>210</td></tr>
<tr><th colspan="2">Outcome</th></tr>
<tr><td>Outcome</td><td>complete, no violations</td></tr>
</table>
-- worst max-delay path by stage --
stage,start,to,cells after the start
after global routing,divisor_reg[10],remainder[62],19
after CTS,rst,remainder[36],4
final,divisor_reg[10],remainder[62],19
-- layout make-up --
| type | count | share of cell area [%] |
|---|---|---|
| timing repair buffer | 206 | 13.2 |
| antenna | 1 | 0.0161 |
| clock buffer | 17 | 2.74 |
| sequential | 171 | 27.6 |
| multi-input combinational | 1272 | 51.0 |
| clock inverter | 15 | 1.20 |
| inverter | 39 | 0.976 |
| tap | 396 | 3.19 |
-- placed cells by master, fill, tap and decap left out, types with 19 or more instances in the layout --
cell type        instances
xor2_1                  71
nor3_1                  28
inv_1                   38
nand4_1                 23
nand2_1                224
o21ai_0                180
nor2_1                 119
nand3_1                 25
a21o_1                  30
ha_1                    77
a21oi_1                156
nand2b_1                65
o21bai_1                19
dfrtp_1                169
xnor2_1                 42
clkdlybuf4s50_1        195
mux2i_1                 40
a31oi_1                 22
-- layer usage --
layer  track usage (%)  vias up
li1                  -     5813
met4              1.76        2
met1              37.7     5348
met3              4.97       22
met2              31.8      233
met5                 0        -
-- stage by stage --
step	std cells	hold slack, ns
after floorplan	1574	0.410
after global placement	2084	0.479
after detailed placement	2084	0.484
after CTS	2116	0.495
after global routing	2116	0.521
final	2117	0.495
-- kinds of logic after synthesis --
logic type	count (synthesis)	share of synthesized area (%)
simple gates	546	20.4
buf+inv	131	3.94
mux	44	3.51
fa+ha+maj	78	7.76
compound gates	490	22.7
flops	171	33.8
xor+xnor	114	7.94
